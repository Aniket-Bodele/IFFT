### flow/design.v
`timescale 1 ns/1 ns
module ifft(clk,sel,yr,yi);
input clk;
input [2:0] sel;
output reg [11:0] yr,yi;
wire [11:0] y0r,y1r,y2r,y3r,y4r,y5r,y6r,y7r,y0i,y1i,y2i,y3i,y4i,y5i,y6i,y7i;
wire [11:0] in20r,in20i,in21r,in21i,in22r,in22i,in23r,in23i,in24r,in24i,in25r,in25i,in26r,in26i,in27r,in27i;
wire [11:0] in10r,in10i,in11r,in11i,in12r,in12i,in13r,in13i,in14r,in14i,in15r,in15i,in16r,in16i,in17r,in17i;
wire [11:0] in0_r,in1_r,in2_r,in3_r,in4_r,in5_r,in6_r,in7_r,in0_i,in1_i,in2_i,in3_i,in4_i,in5_i,in6_i,in7_i;
wire [11:0] y0_r,y1_r,y2_r,y3_r,y4_r,y5_r,y6_r,y7_r,y0_i,y1_i,y2_i,y3_i,y4_i,y5_i,y6_i,y7_i;
parameter w0r=9'b1;
parameter w0i=9'b0;
parameter w1r=9'b010110101;                                        
parameter w1i=9'b010110101;                                        
parameter w2r=9'b0;
parameter w2i=9'b000000001;                                       
parameter w3r=9'b101001011;                                   
parameter w3i=9'b010110101; 
parameter N_inv=4'b0001;                                       
assign in0_r=12'b000001000000;                                                   
assign in1_r=12'b000000110000;                                                   
assign in2_r=12'b000001100000;                                                   
assign in3_r=12'b000010000000;                                                   
assign in4_r=12'b000000010000;                                                   
assign in5_r=12'b000000100000;                                                   
assign in6_r=12'b000001010000;                                                   
assign in7_r=12'b000000110000;                                                   
assign in0_i=12'b0;                                                   
assign in1_i=12'b0;                                                   
assign in2_i=12'b0;                                                   
assign in3_i=12'b0;                                                   
assign in4_i=12'b0;                                                   
assign in5_i=12'b0;                                                   
assign in6_i=12'b0;                                                   
assign in7_i=12'b0; 
bfly_1 s11(in0_r,in0_i,in4_r,in4_i,w0r,w0i,in10r,in10i,in11r,in11i);              
bfly_1 s12(in2_r,in2_i,in6_r,in6_i,w0r,w0i,in12r,in12i,in13r,in13i);              
bfly_1 s13(in1_r,in1_i,in5_r,in5_i,w0r,w0i,in14r,in14i,in15r,in15i);              
bfly_1 s14(in3_r,in3_i,in7_r,in7_i,w0r,w0i,in16r,in16i,in17r,in17i);              
bfly_1 s21(in10r,in10i,in12r,in12i,w0r,w0i,in20r,in20i,in22r,in22i);
bfly_1 s22(in11r,in11i,in13r,in13i,w2r,w2i,in21r,in21i,in23r,in23i);
bfly_1 s23(in14r,in14i,in16r,in16i,w0r,w0i,in24r,in24i,in26r,in26i);
bfly_1 s24(in15r,in15i,in17r,in17i,w2r,w2i,in25r,in25i,in27r,in27i);
bfly_1 s31(in20r,in20i,in24r,in24i,w0r,w0i,y0r,y0i,y4r,y4i);
bfly_2 s32(in21r,in21i,in25r,in25i,w1r,w1i,y1r,y1i,y5r,y5i);
bfly_1 s33(in22r,in22i,in26r,in26i,w2r,w2i,y2r,y2i,y6r,y6i);
bfly_2 s34(in23r,in23i,in27r,in27i,w3r,w3i,y3r,y3i,y7r,y7i);
divide_N d0(y0r,y0i,N_inv,y0_r,y0_i);
divide_N d1(y1r,y1i,N_inv,y1_r,y1_i);
divide_N d2(y2r,y2i,N_inv,y2_r,y2_i);
divide_N d3(y3r,y3i,N_inv,y3_r,y3_i);
divide_N d4(y4r,y4i,N_inv,y4_r,y4_i);
divide_N d5(y5r,y5i,N_inv,y5_r,y5_i);
divide_N d6(y6r,y6i,N_inv,y6_r,y6_i);
divide_N d7(y7r,y7i,N_inv,y7_r,y7_i);
always@(posedge clk)
case(sel)
0:begin yr=y0_r; yi=y0_i; end
1:begin yr=y1_r; yi=y1_i; end
2:begin yr=y2_r; yi=y2_i; end
3:begin yr=y3_r; yi=y3_i; end
4:begin yr=y4_r; yi=y4_i; end
5:begin yr=y5_r; yi=y5_i; end
6:begin yr=y6_r; yi=y6_i; end
7:begin yr=y7_r; yi=y7_i; end
endcase
endmodule
module bfly_2(inr,ini,yr,yi,wr,wi,in0r,in0i,in1r,in1i);
input signed [11:0]inr,ini,yr,yi;
input signed [8:0]wr,wi;
output [11:0]in0r,in0i,in1r,in1i;
wire [20:0]p1,p2,p3,p4;
assign p1=wr*yr;
assign p2=wi*yi;
assign p3=wr*yi;
assign p4=wi*yr;
assign in0r=inr+p1[19:8]-p2[19:8];
assign in0i=ini+p3[19:8]+p4[19:8];
assign in1r=inr-p1[19:8]+p2[19:8];
assign in1i=ini-p3[19:8]-p4[19:8];
endmodule
module bfly_1(inr,ini,yr,yi,wr,wi,in0r,in0i,in1r,in1i);
input signed [11:0]inr,ini,yr,yi;
input signed [8:0]wr,wi;
output [11:0]in0r,in0i,in1r,in1i;
wire [20:0]p1,p2,p3,p4;
assign p1=wr*yr;
assign p2=wi*yi;
assign p3=wr*yi;
assign p4=wi*yr;
assign in0r=inr+p1[11:0]-p2[11:0];
assign in0i=ini+p3[11:0]+p4[11:0];
assign in1r=inr-p1[11:0]+p2[11:0];
assign in1i=ini-p3[11:0]-p4[11:0];
endmodule
module divide_N (y_r,y_i,n_inv,yr,yi);
input signed [3:0] n_inv;
input signed [11:0] y_r,y_i;
wire [15:0] p1,p2;
output [11:0]yr,yi;
assign p1=y_r*n_inv;
assign yr=p1[14:3];
assign p2=y_i*n_inv;
assign yi=p2[14:3];
endmodule
### flow/constraint.sdc
current_design ifft

set clk_period 1.4
set clk_io_pct 0.2

create_clock -name clk0 -period $clk_period [get_ports {clk}]

set non_clock_inputs [all_inputs -no_clocks]
set_input_delay [expr $clk_period * $clk_io_pct] -clock clk0 $non_clock_inputs
set_output_delay [expr $clk_period * $clk_io_pct] -clock clk0 [all_outputs]
### flow/run.sh
#!/bin/bash
# OpenROAD 26Q1-2900-gdf79404cd8, Yosys 0.63+post, stock flow scripts
make -C /OpenROAD-flow-scripts/flow DESIGN_CONFIG=/design/flow/config.mk WORK_HOME=/design/flow/orfs finish
### flow/config.mk
export PLATFORM = sky130hd
export DESIGN_NAME = ifft
export DESIGN_NICKNAME = ifft
export VERILOG_FILES = /design/flow/design.v
export SDC_FILE = /design/flow/constraint.sdc
export NUM_CORES = 4
export LEC_CHECK = 1
export CORE_AREA = 10 10 70 70
export DIE_AREA = 0 0 80 80
==> out/notes.md <==
The run finished with clean final reports. Hold-check failures listed in the final report amount to 0. The buffer-and-inverter tally for the worst setup path came out at 1. Number of logged tool warnings: 25. With the switching share of total power at 18.4%, the H-tree depth is 1.

The script extracted a net switching power of 95.5 uW. Grouping stages by cell kind, the critical path spends the most delay in buffers and inverters. The all-layer global routing usage is 2.43%, and the ratio of final minimum period to clock period is 97.5%. Of the cells placed in the final design, the portion with a size suffix greater than 1 is 19.6%. The chip width is 80 um, and the peak supply drop is 366 uV. The run gives 9 as the largest net degree at the start of global routing. After synthesis, the mean cell area works out to 10.1 um2. The run gives 0 for the number of max-cap violations.

The clock root buffer master was sky130_fd_sc_hd__clkbuf_4. The total of buffers placed on input and output ports is 27, and the data arrival at the endpoint of the critical path is 1.09 ns. The transition time recorded at the tightest slew-check pin is 0.188 ns. From the final report, the count of setup violators was given as 0. The number of global-route vias before repair is 236. The tools report the via count of the routed design as 231. In this build the clock could be raised as far as 732 MHz. Combinational logic is responsible for 20.1% of the overall power. STA classifies the critical path startpoint as a flop.

STA classifies the critical path endpoint as an output port. With the clock share of power at 31.3%, the area of the synthesized netlist per yosys stat is 354 um2. The count of warnings emitted by yosys is 1, and the sum of routed wire length over all layers is 913 um. Before antenna repair, the detailed router went through 2 iterations. The area inside the core boundary came out at 0.00342 mm2.

TritonCTS built the clock tree. The logs give 0.674 for the final RePlAce weighted congestion and 573 um2 for the post-detailed-placement cell area. The critical path ends at yr[5]. The sequential power share was 48.7%. The tightest min-delay check is of the in2reg type.

The per-cell routed wire length came out at 9.41 um. For this configuration, the core starts out at a cell density of 10.4%. The logs give 1210 um for the wire length of the first global-routing pass and 0 for the number of DRC violations after detailed routing. The synthesized netlist was found by Yosys to have 35 cells.

The sequential cell area fraction in the yosys report is 45.2%, and the final design area excluding fillers is 629 um2. The run gives 1 for the instance count on the critical path. Critical path class: reg2out. With the internal power at 423 uW, the die height is 80 um. The run gives 0.0347 ns for the final worst setup slack. The vias per cell works out to 2.38.

The run gives 2 as the count of routing violations after the opening detailed-route iteration. For reference, the critical path cell chain is clkdlybuf4s50_1. The logs give 0 ns for the total negative setup slack and 8 for the TritonCTS sink count. The worst slew margin relative to its limit was 87.4%; the signed area change from the synthesized netlist to the final layout was 77.7%.

The cell area that synthesis handed to floorplanning was 354 um2. The number of cells on the worst hold path came out at 1. The synthesized instance count is 35.

The register bit count reported by yosys is 8. In this run the core area contains 21 standard-cell rows. The power density over cell area came out at 824 mW/mm2. On the reported timing paths, the clock transition at the registers reads 0.05 ns. In this run the count of I/O pins placed on the die edge is 28.

Per the synthesis report, the number of distinct cell types is 12. OpenSTA lists the critical path startpoint as yr[10]. Timing analysis after detailed placement gives a worst setup slack of 0.0615 ns.

The logs give 0 for the max-slew violation count and 2 for the number of buffers on the longest clock path. The peak fanout along the critical path came out at 8. The tools report the initial antenna violation count as 0. Per the TritonCTS log, the buffer count is 3. In this run the full chip footprint comes out at 0.00640 mm2. The total grt overflow came out at 0.

The final antenna diode tally reported by the flow is 0. The longest incremental delay of any stage on the critical path is reported as 0.47 ns. The completed layout was analyzed and its total power is 519 uW. The data required time at the worst endpoint was 1.12 ns. The final critical path time including I/O delays and setup was 1.37 ns.

The standard cell with the maximum stage delay on the critical path is sky130_fd_sc_hd__clkdlybuf4s50_1. Nets still carrying antenna violations after routing amount to 0. For this design the static power due to leakage is 0.000355 uW. Once layout is complete, the utilization of the core stands at 18.4%.
-- power by group through the flow --
stage     clock network [uW]  registers [uW]  logic [uW]
5_1_grt                  183             255         114
4_1_cts                  174             254         111
6_report                 162             252         104
-- sequential cells by signal (all words and copies together) (netlist names) --
signal / count
yi: 5
yr: 3
-- how the worst min path moves through the flow --
stage	from	end	slack, ns
6_report	sel[1]	yi[2]	0.63
5_1_grt	sel[1]	yi[2]	0.64
4_1_cts	sel[1]	yi[2]	0.61
-- kinds of logic after synthesis --
| family | after synthesis | synth area share (%) |
|---|---|---|
| buffers and inverters | 18 | 36.0 |
| DFF | 8 | 45.2 |
| and+or+nand+nor | 5 | 8.83 |
| muxes | 2 | 6.01 |
| AOI/OAI and AO/OA | 1 | 1.41 |
| xor gates and xnor gates | 1 | 2.47 |
-- placed cells by master, fill, tap and decap left out --
master and n:
sky130_fd_sc_hd__clkdlybuf4s50_1 15, sky130_fd_sc_hd__dlymetal6s2s_1 9, sky130_fd_sc_hd__dfxtp_1 6, sky130_fd_sc_hd__clkbuf_4 3
sky130_fd_sc_hd__dlygate4sd2_1 3, sky130_fd_sc_hd__buf_4 3, sky130_fd_sc_hd__and2_1 2, sky130_fd_sc_hd__dfxtp_4 2
sky130_fd_sc_hd__inv_1 1, sky130_fd_sc_hd__a21oi_1 1, sky130_fd_sc_hd__nor2b_1 1, sky130_fd_sc_hd__nor2b_2 1
sky130_fd_sc_hd__mux2_2 1, sky130_fd_sc_hd__nand2_1 1, sky130_fd_sc_hd__mux2i_1 1, sky130_fd_sc_hd__xor2_1 1
-- what timing repair did --
item / CTS / global route
pin swaps: 0 / 0
endpoints found under the setup margin: 16 / 13
setup buffers: 0 / 1
hold buffers: 0 / 0
resized: 7 / 9
-- synth_stat cells --
library cell | n | area share (%)
sky130_fd_sc_hd__nor2b_1 | 1 | 1.8
sky130_fd_sc_hd__dfxtp_1 | 8 | 45
sky130_fd_sc_hd__xor2_1 | 1 | 2.5
sky130_fd_sc_hd__mux2_2 | 1 | 3.2
sky130_fd_sc_hd__a21oi_1 | 1 | 1.4
sky130_fd_sc_hd__nor2b_2 | 1 | 2.5
sky130_fd_sc_hd__nand2_1 | 1 | 1.1
sky130_fd_sc_hd__and2_1 | 2 | 3.5
sky130_fd_sc_hd__buf_4 | 16 | 34
sky130_fd_sc_hd__clkbuf_1 | 1 | 1.1
sky130_fd_sc_hd__inv_1 | 1 | 1.1
sky130_fd_sc_hd__mux2i_1 | 1 | 2.8
-- per-stage QoR --
step | std cells | hold WS, ns
after floorplan | 35 | 0.349
after global placement | 93 | 0.866
after detailed placement | 93 | 0.873
after CTS | 96 | 0.615
after global routing | 97 | 0.637
final | 97 | 0.629
-- layer usage --
metal / wire length, um / up-vias / share of wire [%] / global-route usage (%)
li1: - / 123 / - / -
met1: 304 / 96 / 33 / 2.13
met2: 502 / 12 / 55 / 4.57
met3: 107 / 0 / 12 / 1.48
met4: 0 / 0 / 0 / 0.528
met5: 0 / - / 0 / 0
-- final cells by class --
class,instances,area (um2)
fillers,384,2790
repair buffers,30,312
flip-flops and latches,8,168
multi-input cells,9,66.3
well taps,46,57.6
clock buffers,3,22.5
inverters,1,3.75
Power is estimated from default activity; no workload was simulated.
